==> flow/design.v <==
`timescale 1ns / 1ps
module fsm(
    input wire       clk,
    input wire       rst,
    input wire       coin_in,
    input wire       cancel,
    input wire [1:0] selection,
    output reg [1:0] drink_out,
    output reg [1:0] refund,
    output reg [1:0] cur_state
    );
    initial begin
    cur_state <= 2'b00;
    {drink_out, refund} <= 4'b0000;
    end
    always @(posedge clk) begin
        if (rst) begin
        {drink_out, refund} <= 4'b0000;
        cur_state <= 2'b00;
        end
        case(cur_state)
            2'b00: begin
            if (coin_in) begin
            cur_state <= 2'b01;
            end else begin
            cur_state <= 2'b00;
            {drink_out, refund} <= 4'b0000;
            end
            end
            2'b01: begin
            case({coin_in, selection, cancel})
                4'b0001: begin
                refund <= 2'b01;
                drink_out <= 2'b00;
                cur_state <= 2'b00;
                end
                4'b0010: begin
                cur_state <= 2'b00;
                drink_out <= 2'b01;
                refund <= 2'b00;
                end
                4'b1000: begin
                cur_state <= 2'b10;
                {drink_out, refund} <= 4'b0000;
                end
                default: begin
                {drink_out, refund} <= 4'b0000;
                cur_state <= 2'b01;
                end
                endcase
                end
            2'b10: begin
            case({coin_in, selection, cancel})
            4'b0010: begin
            {drink_out,refund} <= 4'b0101;
            cur_state <= 2'b00;
            end
            4'b0100: begin
            {drink_out,refund} <= 4'b1000;
            cur_state <= 2'b00;
            end
            4'b0001: begin
            {drink_out,refund} <= 4'b0010;
            cur_state <= 2'b00;
            end
            4'b1000: begin
            cur_state <= 2'b11;
            end
            default: begin
                {drink_out, refund} <= 4'b0000;
                cur_state <= 2'b10;
                end
            endcase
            end
            2'b11: begin
            case({coin_in, selection, cancel})
            4'b0110: begin
            {drink_out,refund} <= 4'b1100;
            cur_state <= 2'b00;
            end
            4'b0100: begin
            {drink_out,refund} <= 4'b1001;
            cur_state <= 2'b00;
            end
            4'b0010: begin
            {drink_out,refund} <= 4'b0110;
            cur_state <= 2'b00;
            end
            4'b0001: begin
            cur_state <= 2'b00;
            {drink_out,refund} <= 4'b0011;
            end
            default: begin
                {drink_out, refund} <= 4'b0000;
                cur_state <= 2'b11;
                end
            endcase
            end
    endcase
    end
endmodule
==> flow/run.sh <==
#!/bin/bash
# OpenROAD 26Q1-2900-gdf79404cd8, Yosys 0.63+post, stock flow scripts
make -C /OpenROAD-flow-scripts/flow DESIGN_CONFIG=/design/flow/config.mk WORK_HOME=/design/flow/orfs finish
==> flow/config.mk <==
export PLATFORM = sky130hd
export DESIGN_NAME = fsm
export DESIGN_NICKNAME = fsm
export VERILOG_FILES = /design/flow/design.v
export SDC_FILE = /design/flow/constraint.sdc
export NUM_CORES = 4
export LEC_CHECK = 1
export CORE_AREA = 10 10 70 70
export DIE_AREA = 0 0 80 80
==> flow/constraint.sdc <==
current_design fsm

set clk_period 2.5
set clk_io_pct 0.2

create_clock -name clk0 -period $clk_period [get_ports {clk}]

set non_clock_inputs [all_inputs -no_clocks]
set_input_delay [expr $clk_period * $clk_io_pct] -clock clk0 $non_clock_inputs
set_output_delay [expr $clk_period * $clk_io_pct] -clock clk0 [all_outputs]
==> CHANGELOG.md <==
## Flow update

* Routed Antenna Nets at 0
* Final period util at 73.38%
* Vias after detailed routing at around 380
* Post-synthesis sequential area ratio at a little under a third
* Clk pwr share at between 30% and 40%
* Setup Fix Bufs, Post-CTS at 0
* Worst setup EP type: flop
* Worst relative slew slack at between 70 and 80%
* Die Y-Extent at approximately 80 um
* Main logic family: AND-OR/OR-AND gates
* CTS tree: yes
* Xor/xnor share at 0%
* Routed len/inst at 10.04 um
* Compound Share, Synth at between 20% and 30%
* Chip area in the Yosys report at between 300 and 400 um2
* Post-DP HPWL at 781.3 um
* Reg-to-Reg Start: cur_state[0]
* Endpoints failing setup at 0
* Max Clk Rate at around 550 MHz
* Area taken by multi-input logic gates at between 200 and 250 um2
* WL met1 at between 400 and 500 um
* Ant diodes at 0
* Register-to-register setup slack at ~1300 ps
* Max incr delay on CP at roughly 580 ps
* Die X at 80 um
* CP Launch Type: input pin
* Cell Type Count at 29
* Remaining global-route overflow at 0
* Min-Delay Path Class: reg -> reg
* NetSw at roughly 80 uW
* Hold wc startpoint: drink_out[1]
* Clk root buf: clkbuf_4
* Final hold violations at 0
* Critical Path Start: cancel
* Syn-to-layout area delta at 41.51%
* Post-cts sizing count at 0
* Dominant Register Cell: dfxtp_1
* Worst-margin pin slew at 407.6 ps
* Unrepaired setup endpoints after global routing: false
* Hold WS at about 470 ps
* Yosys adder share at 2.516%
* Syn_area_per_cell at around 9 um2
* Hold EP: drink_out[1]
* Leakage at about 0.19 nW
* Met3 WL post-DR at ~140 um
* Syn. warnings at 1
* Clock Skew at 3.349 ps
* Total buffers and inverters traversed by the critical path at 1
* First-pass GRT wire length at between 1500 and 2000 um
* Crit-path cells: clkdlybuf4s50_1 > o31a_1 > nor4b_4 > a221o_1
* Synth area leaders: dfxtp_1, nor4b_4, nor3_1, o21ai_0, a22o_1
* Fp util at between 10% and 20%
* Worst EP arrival at 2020 ps
* Routed wl met2 at 429 um
* Mapped cell area at between 300 and 400 um2
* Fill cell count at 387
* Maximum fanout along the worst path at 11
* Mux share at under 10%
* WHS Path Cells at 1
* I/O pin cnt at 12
* Reg2reg end: cur_state[0]
* Synth async-reset ratio at 0%
* Num rows at 21
* Vias per cell at 3.848
* DRT Wirelength at 994 um
* Pre-Repair DR Iteration Count at 4
* Min Tclk post-route at approximately 1800 ps
* Critical Path RT at around 2700 ps
* Clk sink count at 6
* Core Area at 3416 um2
* Remaining routing DRC violations at 0
* H-Tree Depth at 1
* Crit-path slowest cell: clkdlybuf4s50_1
* CP delay by family, top: AND-OR/OR-AND gates
* P_int at 206.9 uW
* Layout cells sized above 1 at 9.434%
* Total track usage at 3.132%
* Yosys top cell by area: dfxtp_1
* Part of the power in registers at between 40% and 50%
* MaxCap Viol Count at 0
* Final slew viol count at 0
* Simple Share, Synth at ~27%
* Vias in the first global route at roughly 340
* Power Density at approximately 500 nW/um2
* Highest Signal Layer: met4
* Cell count listed in synth_stat.txt at 43
* Port buffer count at 11
* Sequential Area at 120.1 um2
* Tool warning count at 25
* Latency at later pin at roughly 240 ps
* Cells after Synth at roughly 43
* Outcome: finished, final reports clean
* Setup CP Type: in -> reg
* CTS clk-pin slew, worst paths at roughly 40 ps
* Die Size at 6400 um2
* CTS max path bufs at 2
* Antenna violations before repair at 0
* DRT iter0 DRCs at roughly 50
* Register bit count reported by yosys at 6
* CTS buffer count at 3
* RePlAce Congestion at roughly 0.75
* Top cell area share at a little under a third
* Net Sw Frac at between 20% and 30%
* EDFF count, synth at 0
* Maximum VDD drop at 0.00009215 V
* Gate power share at 26.5%
* CTS Hold Bufs at 0
* Reg2Reg Depth at 3
* Final setup TNS at 0 ps
* Largest net degree at the start of global routing at 13
-- kinds of logic after synthesis --
| kind of cell | Yosys count |
|---|---|
| mux | 1 |
| simple gates | 14 |
| compound gates | 15 |
| fa+ha+maj | 1 |
| buf+inv | 6 |
| flops | 6 |
-- registers in the layout (all words and copies together), names as in the netlist --
signal,count
refund,2
cur_state,2
drink_out,2
-- stage by stage --
stage               util (%)  cell area, um2  setup WS, ps  cells  power, mW
finish                 16.48           563.0         665.5     99     0.2860
detailed placement     15.82           540.5         409.5     96     0.2015
CTS                    16.48           563.0         657.1     99     0.2917
global placement       15.82           540.5         416.9     96     0.2016
global route           16.48           563.0         579.9     99     0.3058
floorplan                  -           397.9          1099     43     0.1661
-- power groups by stage --
| stage | Sequential, mW | Clock (mW) | Combinational (mW) |
|---|---|---|---|
| 4_1_cts | 0.123 | 0.0915 | 0.0774 |
| 5_1_grt | 0.125 | 0.0969 | 0.0842 |
| 6_report | 0.122 | 0.0878 | 0.0759 |
-- layout by cell type, fill, tap and decap left out, drive strengths merged --
cell,count
dfxtp,6
and3b,1
nand2b,1
inv,2
a22o,2
mux2i,1
o22a,1
clkbuf,3
a221o,1
nand4bb,1
nor3b,1
a2111oi,1
maj3,1
o21ai,4
nor2,1
o41ai,1
or2b,1
o31a,1
nor3,4
nor2b,1
o2111a,1
nand2,1
nor4b,2
a21o,2
o21a,1
clkdlybuf4s50,11
-- worst max path at each step --
stage	end	slack [ps]	cells after the start
after global routing	refund[0]	580	4
final	refund[0]	670	4
after CTS	refund[0]	660	4
-- area by class of cell --
type                            count  share of cell area [%]
Timing Repair Buffer               11                   19.56
Multi-Input combinational cell     31                   43.56
Tap cell                           46                   10.22
Sequential cell                     6                   21.33
Clock buffer                        3                   4.000
Inverter                            2                   1.333
-- metal layers --
layer	vias up	GRT usage, %
li1	189	-
met1	177	3.543
met2	13	4.494
met3	2	2.727
met4	0	0.3521
met5	-	0
-- synthesized netlist by cell type, drive strengths merged, types with 2 or more instances --
master	count
a21o	2
a22o	2
buf	3
dfxtp	6
inv	2
nor3	4
nor4b	2
o21ai	4
Power figures rest on the tool's default switching activity, not on a simulated workload.
